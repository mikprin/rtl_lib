### design/flow/config.mk
export PLATFORM = sky130hd
export DESIGN_NAME = adjustable_frequency_divider
export DESIGN_NICKNAME = adjustable_frequency_divider
export VERILOG_FILES = /design/flow/design.v
export SDC_FILE = /design/flow/constraint.sdc
export NUM_CORES = 4
export LEC_CHECK = 1
export CORE_AREA = 10 10 103 103
export DIE_AREA = 0 0 113 113
### design/flow/constraint.sdc
current_design adjustable_frequency_divider

set clk_period 3.6
set clk_io_pct 0.2

create_clock -name clk0 -period $clk_period [get_ports {clock_in}]
create_clock -name clk1 -period $clk_period [get_ports {step_divisor}]

set non_clock_inputs [all_inputs -no_clocks]
set_input_delay [expr $clk_period * $clk_io_pct] -clock clk0 $non_clock_inputs
set_output_delay [expr $clk_period * $clk_io_pct] -clock clk0 [all_outputs]
### design/flow/design.v
`timescale 1ns / 1ps
module adjustable_frequency_divider(
    input wire clock_in,  
    input wire nreset,  
    input wire step_divisor,  
    output reg clock_out  
    );
    parameter COUNTER_RANGE = 10;
    parameter MAX_DIVISION = 10;
    parameter DIVISOR_RANGE = 6;
    reg[COUNTER_RANGE-1:0] counter;
    reg[DIVISOR_RANGE-1:0] half_divisor = 20'd1;
    always @(posedge clock_in)
    begin 
        if ( nreset ) begin
            counter <= counter + 20'd1;
            if(counter>=( half_divisor*2 -1))
            counter <= 20'd0;
            clock_out <= (counter < half_divisor)?1'b1:1'b0;
        end
        else  
        begin
            counter <= 20'd0;
        end
    end
    always @(posedge step_divisor) begin  
        if ( nreset )
        begin
            if (half_divisor*2 < MAX_DIVISION) begin
                half_divisor <= half_divisor + 1'b1;
            end else begin
                half_divisor <= 20'd1;
            end
        end
    end
endmodule
### design/flow/run.sh
#!/bin/bash
# OpenROAD 26Q1-2900-gdf79404cd8, Yosys 0.63+post, stock flow scripts
make -C /OpenROAD-flow-scripts/flow DESIGN_CONFIG=/design/flow/config.mk WORK_HOME=/design/flow/orfs finish
==> impl_metrics.env <==
# yosys + openroad results
export IMPL_insertedDiodeCount=0
export IMPL_tns_ns=0
export IMPL_cp_common_cell="ha_1"
export IMPL_ys_warnings_count=1
export IMPL_tool_warnings=27
export IMPL_grt_pass1_vias=766
export IMPL_ys_types=27
export IMPL_postPlaceCellArea_um2=1220
export IMPL_power_leakage_uw=0.000543
export IMPL_drc_errors=0
export IMPL_rsz0062_at_grt="no"
export IMPL_hold_path_class="flop to flop"
export IMPL_first_pass_iters=2
export IMPL_max_stage_delay_ns=0.45
export IMPL_crit_path_top_delay_cell="edfxtp_1"
export IMPL_crit_buf_inv=1
export IMPL_synth_area_yosys_um2=1070
export IMPL_drtIter0Drc=16
export IMPL_path_class="flop to flop"
export IMPL_hpwl_mm=1.38
export IMPL_track_usage_pct=2.94
export IMPL_hold_ws_ns=0.555
export IMPL_num_vias=725
export IMPL_drive_gt1_share_pct=8.55
export IMPL_netlist_area_um2=1070
export IMPL_ir_worst_vdd_mv=0.179
export IMPL_area_delta_synth_final_pct=22.6
export IMPL_antenna_found_initial=0
export IMPL_vias_per_cell=3.27
export IMPL_ys_cells=107
export IMPL_holdPathStages=1
export IMPL_synth_flops=17
export IMPL_cpLargestDelayFamily="simple AND/OR/NAND/NOR gates"
export IMPL_fp_util_pct=12.9
export IMPL_cp_required_ns=3.77
export IMPL_io_pins=4
export IMPL_critical_path_cell_chain="inv_1 -> ha_1 -> nor3b_2 -> nand3_2 -> ha_1 -> a21oi_1 -> a21boi_0 -> o31ai_2 -> nand3_4 -> nor2_1"
export IMPL_tritoncts="built"
export IMPL_grt_ovfl_total=0
export IMPL_min_to="counter[0]"
export IMPL_total_power_uw=482
export IMPL_arrival_ns=2.56
export IMPL_power_density_nw_per_um2=367
export IMPL_worst_r2r_cell_count=10
export IMPL_reg2reg_to="counter[6]"
export IMPL_path_clk_slew_ns=0.05
export IMPL_fillerInstances=905
export IMPL_worstHoldStart="counter[0]"
export IMPL_die_w_um=113
export IMPL_grt_max_degree=11
export IMPL_coreArea_um2=8300
export IMPL_setup_viol=0
export IMPL_postRouteAntennaNets=0
export IMPL_cap_violations=0
export IMPL_ctsHoldBuffers=0
export IMPL_lay_top_count="ha_1"
export IMPL_wl_mm=1.76
export IMPL_wl_per_cell_um=7.91
export IMPL_crit_path_max_fanout=10
export IMPL_post_cts_buffers=0
export IMPL_die_y_um=113
export IMPL_grt_pass1_wl_mm=3.37
export IMPL_drv_slew=0
export IMPL_skew_ns=0.000587
export IMPL_finalHoldViolCount=0
export IMPL_stdcell_area_um2=1310
export IMPL_std_cell_rows=33
export IMPL_place_congestion=0.802
export IMPL_r2r_start="half_divisor[0]"
export IMPL_synth_cells=107
export IMPL_port_buffers=2
export IMPL_regArea_um2=410
export IMPL_cts_resized=0
export IMPL_start_kind="flop"
export IMPL_ff2ff_setup_slack_ns=1.20
export IMPL_endpoint_kind="flop"
export IMPL_synth_avg_cell_area_um2=10.0
export IMPL_cts_sink_count=17
export IMPL_chipArea_um2=12800
export IMPL_logic_area_um2=637
export IMPL_status="finished, final reports clean"
export IMPL_postSynthSeqShare_pct=38.4
export IMPL_layout_top_cells="ha_1 (17), nor2_1 (12), dfxtp_1 (10)"
-- state kept, by name (all words and copies together) (netlist names) --
name / flops
clock_out: 1
counter: 10
half_divisor: 6
-- per-stage QoR --
stage / cells / setup slack [ns] / util [%]
floorplan: 108 / 1.39 / -
global placement: 215 / 1.25 / 14.8
detailed placement: 215 / 1.17 / 14.8
CTS: 222 / 1.17 / 15.8
global route: 222 / 0.966 / 15.8
finish: 222 / 1.20 / 15.8
-- power by group --
part           internal, uW  switching, uW
combinational          22.4           25.0
sequential              210           11.0
clock                   149           64.7
-- synthesized netlist by cell type --
| cell type | number | area (um^2) |
|---|---|---|
| nand3_2 | 1 | 10.0 |
| xnor2_1 | 5 | 43.8 |
| and4_1 | 1 | 8.76 |
| a21boi_0 | 1 | 7.51 |
| conb_1 | 1 | 3.75 |
| and3_1 | 2 | 12.5 |
| dfxtp_1 | 10 | 200 |
| o31ai_2 | 1 | 12.5 |
| nand2_1 | 6 | 22.5 |
| inv_1 | 7 | 26.3 |
| nor4_1 | 1 | 6.26 |
| o21ai_0 | 1 | 5.00 |
| nor3_1 | 2 | 10.0 |
| a21oi_1 | 5 | 25.0 |
| nand4_1 | 3 | 18.8 |
| edfxtp_1 | 7 | 210 |
| a31oi_1 | 1 | 6.26 |
| xor2_1 | 8 | 70.1 |
| o2111a_1 | 1 | 11.3 |
| nand3_1 | 6 | 30.0 |
| nor3b_2 | 1 | 12.5 |
| nand2b_1 | 1 | 6.26 |
| a21o_1 | 3 | 22.5 |
| ha_1 | 17 | 213 |
| nand3_4 | 1 | 17.5 |
| nor2_1 | 12 | 45.0 |
| and2_1 | 2 | 12.5 |
-- per-layer routing --
metal / up-vias / global-route usage [%] / wire (um)
li1: 397 / - / -
met1: 319 / 4.13 / 941
met2: 5 / 4.34 / 733
met3: 4 / 0.481 / 30
met4: 0 / 1.27 / 52
met5: - / 0 / 0
-- how the worst max path moves through the flow --
stage,start,end,cells past startpoint
CTS,half_divisor[0],counter[9],10
global route,half_divisor[0],counter[8],10
finish,half_divisor[0],counter[6],10
-- cell type report --
type | count | area share (%)
clock buffer | 7 | 6.58
inverter | 7 | 2.00
timing repair buffer | 2 | 1.53
sequential | 17 | 31.3
tap | 105 | 10.0
multi-input combinational | 84 | 48.6
-- cell families after synthesis --
logic type	after synthesis	synth area share, %
adders and majority gates	17	19.9
other	1	0.351
AOI/OAI and AO/OA	13	8.42
and+or+nand+nor	39	19.9
DFF	17	38.4
buffers and inverters	7	2.46
xor gates and xnor gates	13	10.6
No activity file was given, so power comes from the tool's default toggle rates.
