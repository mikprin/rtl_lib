[./config.mk]
export PLATFORM = sky130hd
export DESIGN_NAME = DeBounce
export DESIGN_NICKNAME = DeBounce
export VERILOG_FILES = /design/flow/design.v
export SDC_FILE = /design/flow/constraint.sdc
export NUM_CORES = 4
export LEC_CHECK = 1
export CORE_AREA = 10 10 81 81
export DIE_AREA = 0 0 91 91
[./constraint.sdc]
current_design DeBounce

set clk_period 1.6
set clk_io_pct 0.2

create_clock -name clk0 -period $clk_period [get_ports {clk}]

set non_clock_inputs [all_inputs -no_clocks]
set_input_delay [expr $clk_period * $clk_io_pct] -clock clk0 $non_clock_inputs
set_output_delay [expr $clk_period * $clk_io_pct] -clock clk0 [all_outputs]
[./design.v]
`timescale 1 ns / 100 ps
module  DeBounce 
	(
	input 			clk, n_reset, button_in,				 
	output reg 	DB_out													 
	);
	parameter N = 11 ;		 
	reg  [N-1 : 0]	q_reg;							 
	reg  [N-1 : 0]	q_next;
	reg DFF1, DFF2;									 
	wire q_add;											 
	wire q_reset;
	assign q_reset = (DFF1  ^ DFF2);		 
	assign  q_add = ~(q_reg[N-1]);			 
	always @ ( q_reset, q_add, q_reg)
		begin
			case( {q_reset , q_add})
				2'b00 :
						q_next <= q_reg;
				2'b01 :
						q_next <= q_reg + 1;
				default :
						q_next <= { N {1'b0} };
			endcase 	
		end
	always @ ( posedge clk )
		begin
			if(n_reset ==  1'b0)
				begin
					DFF1 <= 1'b0;
					DFF2 <= 1'b0;
					q_reg <= { N {1'b0} };
				end
			else
				begin
					DFF1 <= button_in;
					DFF2 <= DFF1;
					q_reg <= q_next;
				end
		end
	always @ ( posedge clk )
		begin
			if(q_reg[N-1] == 1'b1)
					DB_out <= DFF2;
			else
					DB_out <= DB_out;
		end
	endmodule
[./run.sh]
#!/bin/bash
# OpenROAD 26Q1-2900-gdf79404cd8, Yosys 0.63+post, stock flow scripts
make -C /OpenROAD-flow-scripts/flow DESIGN_CONFIG=/design/flow/config.mk WORK_HOME=/design/flow/orfs finish
==> job_summary.md <==
### Yosys + OpenROAD results

| Metric | Value |
|---|---|
| Internal | 593 uW |
| Fin crit share | 83.5% |
| Slew @ Worst Pin | 0.412 ns |
| Antenna Nets Post-Route | 0 |
| Die height | 91 um |
| Sw Pwr | 148 uW |
| Commonest non-fill, non-tap cells in the layout | 13 x dfxtp_1, 6 x nor2_1, 4 x nand3_1, 4 x clkbuf_8 |
| PostCTS Resize Cnt | 0 |
| Switching Fraction | around a fifth |
| Final slew viol count | 0 |
| Share of cells above drive strength 1 | 14.3% |
| Top cell area share | 44.0% |
| DR iter-0 viols | 10 |
| Clock share of power | 45.9% |
| Clock buffer depth | 2 |
| DP Wirelength | ~700 um |
| Reg clk slew, reported paths | roughly 0.060 ns |
| Count of hold buffers inserted by post-cts repair | 0 |
| Max reg flops | 11 |
| Post-DP Area | 706 um2 |
| WHS | 0.483 ns |
| Simple Share, Synth | 29.0% |
| P per Cell Area | 975 mW/mm2 |
| Post-route worst setup slack | 0.265 ns |
| Yosys chip area | 592 um2 |
| CP required | 1.77 ns |
| Max-cap violation count | 0 |
| Critical path class | reg -> reg |
| Clock sink total | 14 |
| Vias per std cell | 3.25 |
| HP Class | reg -> reg |
| Worst setup EP type | flop |
| Buffers inserted during post-CTS setup optimization | 0 |
| Initial antenna violation count | 0 |
| Largest net degree at the start of global routing | 10 |
| GP Congestion | 0.724 |
| Chip width | a little over 90 um |
| ANT cells | 0 |
| GRT Total Usage | 2.53% |
| Cell Area, Synth | 592 um2 |
| Status | complete, no violations |
| Router iterations before antenna repair | 3 |
| MUX area fraction | 5.07% |
| Total die size | 0.00828 mm2 |
| Yosys cell count | 56 |
| Max-slew headroom | 72.3% |
| Syn Inst Count | between 50 and 60 |
| Aoi share | 7.40% |
| Ys flops | 14 |
| Final setup violation count | 0 |
| CTS H-tree depth | 1 |
| Setup tns final | 0 ns |
| CP max stage delay | 0.50 ns |
| Fillers | 551 |
| XOR/XNOR Fraction of Synth Area | 7.40% |
| LEAKAGE | around 0.28 nW |
| Critical Path Source Type | flop |
| WL per Instance | approximately 7.5 um |
| RSZ-0062 raised after global routing | no |
| Adder-cell share of the synthesized area | 2.11% |
| Log Warnings | 25 |
| Clock latency on the worst-skew pair | 0.24 ns |
| Residual DRC | 0 |
| Vias | 422 |
| Yosys warning total | 1 |
| Critical path's slowest cell | or4_1 |
| Post-route cell area | 761 um2 |
| CTS tree | done |
| Critical path buffers and inverters | 0 |
| Top logic family | simple AND/OR/NAND/NOR gates |
| Critical Path, Cell by Cell | nand4b_4 > or4_1 > a21oi_1 |
| Core Area | 0.00482 mm2 |
| Area growth syn-to-layout | 28.5% |
| GRT overflow | 0 |
| First-pass GRT wire length | 1850 um |
| Tmin final | 1.34 ns |
| Setup WS pre-CTS | between 0.2 and 0.3 ns |
| Hold Vio Cnt, Final | 0 |
| IO buf count | 3 |
| Final wirelength | 981 um |
| Post-Layout Cell Count | 130 |
| Rows | 25 |
| Fmax | ~750 MHz |
| Max FO, Critical Path | 7 |
| Seq/Total Area, Yosys | 49.0% |
| FP Util | between 10 and 15% |
| Vias in the first global route | 428 |
| Gate family responsible for the most delay along the worst path | simple AND/OR/NAND/NOR gates |
| Reg power frac | 49.8% |
| Netlist cell types | 24 |
| Root Buffer | clkbuf_8 |
| Inst Count DP | 126 |
| Layout Skew | 0.000454 ns |
| Largest cells by area | dfxtp_1 44%, mux2i_1 5.1%, edfxtp_1 5.1% |
| Peak VDD IR | 0.653 mV |
| Num ports | 4 |
| Post-synth top area cell | dfxtp_1 |
| Critical Path AT | ~1.5 ns |
| Dominant logic cell type in the layout | dfxtp_1 |
| Num CTS Buffers | 3 |
| Comb power frac | 4.4% |
| Syn_area_per_cell | 10.6 um2 |
cells in the mapped netlist, drive strengths merged:
cell type  number
ha              1
and4            1
nand3b          2
xnor2           3
or3             1
nor2            6
and2b           1
dfxtp          13
o21ai           1
a41oi           1
and2            2
edfxtp          1
or4             2
mux2i           3
nand2           3
nand3           4
a21oi           3
and3            1
nand4           1
o31ai           2
nand4b          1
xor2            2
and4b           1
per-layer routing:
| layer | share of wire (%) | up-vias | wire [um] | track usage [%] |
|---|---|---|---|---|
| met5 | 0 | - | 0 | 0 |
| met1 | 51 | 195 | 505 | 3.12 |
| met4 | 0.61 | 0 | 6 | 0.392 |
| met2 | 41 | 7 | 404 | 3.88 |
| met3 | 6.5 | 2 | 64 | 1.41 |
| li1 | - | 218 | - | - |
worst min-delay path, stage by stage, from the launching register on:
cell	delay [ns]
dfxtp_1	0.32
o31ai_1	0.06
a21oi_1	0.05
cell type report:
| type | instances | area (um2) | area share [%] |
|---|---|---|---|
| well taps | 67 | 83.8 | 11.0 |
| clock buffers | 4 | 55.1 | 7.24 |
| repair buffers | 3 | 30.0 | 3.95 |
| flip-flops and latches | 14 | 290 | 38.2 |
| multi-input cells | 42 | 302 | 39.6 |
worst paths after layout:
kind	startpoint	to	slack, ns	cells after the start
setup reg to reg	q_reg[10]$_SDFFE_PN0P_	q_reg[7]$_SDFFE_PN0P_	0.26	3
hold / removal	q_reg[9]$_SDFFE_PN0P_	q_reg[9]$_SDFFE_PN0P_	0.48	2
setup / recovery	q_reg[10]$_SDFFE_PN0P_	q_reg[7]$_SDFFE_PN0P_	0.26	3
hold reg to reg	q_reg[9]$_SDFFE_PN0P_	q_reg[9]$_SDFFE_PN0P_	0.48	2
kinds of logic after synthesis:
family	Yosys count
AND-OR/OR-AND	7
XOR/XNOR	5
adder cells (fa/ha/maj)	1
flip-flops	14
multiplexers	3
AND/OR/NAND/NOR	26
power groups by stage:
stage | Clock [mW] | Sequential (mW) | Combinational (mW)
CTS | 0.348 | 0.369 | 0.0328
finish | 0.340 | 0.369 | 0.0323
global route | 0.371 | 0.369 | 0.0372
metrics by stage:
step / total power, mW / utilization (%)
after floorplan: 0.396 / -
after global placement: 0.407 / 14.6
after detailed placement: 0.409 / 14.6
after CTS: 0.750 / 15.8
after global routing: 0.778 / 15.8
final: 0.741 / 15.8
Power and IR drop assume default switching activity.
