### flow/design.v
module freq_divider(
    input wire clock_in,  
    output reg clock_out  
    );
reg[9:0] counter=10'd0;
parameter DIVISOR = 10'd2;
always @(posedge clock_in)
begin
 counter <= counter + 10'd1;
 if(counter>=(DIVISOR-1))
  counter <= 10'd0;
 clock_out <= (counter<DIVISOR/2)?1'b1:1'b0;
end
endmodule
### flow/run.sh
#!/bin/bash
# OpenROAD 26Q1-2900-gdf79404cd8, Yosys 0.63+post, stock flow scripts
make -C /OpenROAD-flow-scripts/flow DESIGN_CONFIG=/design/flow/config.mk WORK_HOME=/design/flow/orfs finish
### flow/config.mk
export PLATFORM = sky130hd
export DESIGN_NAME = freq_divider
export DESIGN_NICKNAME = freq_divider
export VERILOG_FILES = /design/flow/design.v
export SDC_FILE = /design/flow/constraint.sdc
export NUM_CORES = 4
export LEC_CHECK = 1
export CORE_AREA = 10 10 70 70
export DIE_AREA = 0 0 80 80
### flow/constraint.sdc
current_design freq_divider

set clk_period 1.7
set clk_io_pct 0.2

create_clock -name clk0 -period $clk_period [get_ports {clock_in}]

set non_clock_inputs [all_inputs -no_clocks]
set_input_delay [expr $clk_period * $clk_io_pct] -clock clk0 $non_clock_inputs
set_output_delay [expr $clk_period * $clk_io_pct] -clock clk0 [all_outputs]
==> out/summary.txt <==
YS chip area = 340 sq um
Setup Viol. Count Final = 0
Hold Path Origin = counter[0]
crit path DRT = 1.36 ns
root buf cell = clkbuf_4
ANT cells = 0
pwr dens = 960 nW/um^2
Mapped Area = 340 sq um
Worst VDD drop = 424 uV
TritonCTS clock tree = built
RR Startpoint = counter[2]
post-synth top area cell = dfxtp_1
H-tree Lvls = 1
total grt overflow = 0
core area = 3420 sq um
Crit. Startpoint = clock_out
EDFF count, synth = 0
Pre-antenna DRT Iters = 2
register share after synthesis = 64.7%
fin util = 13.4%
area grow syn2layout = 34.2%
design area = 457 sq um
Die ar. = 6400 sq um
Fmax = 0.740 GHz
max cap viols = 0
CP cell instances = clkdlybuf4s50_1
drt wl/cell = 4.12 um
Final Max Tran Viols = 0
P_leak = 0.164 nW
Largest delay share family, worst path = buffers and inverters
post-route ant nets = 0
Latency at later pin = 0.25 ns
most common cell in the netlist = dfxtp_1
number of core rows = 21
post-CTS sizing = 0
unrepaired setup endpoints after global routing = no
Worst-path clk slew = 0.06 ns
Worst Setup End Kind = primary output
reg2reg setup slack = 0.61 ns
number of global-route vias before repair = 186
worst hold margin = 0.499 ns
status = complete, no violations
Async SR Flop Fraction = 0%
crit path max fanout = 1
Die X-Extent = 80 um
tool warning count = 27
first-pass GRT wire length = 655 um
syn avg cell area = 13.1 sq um
routed wire length = 342 um
Max Root-Sink Buffers = 2
CP max-delay cell = clkdlybuf4s50_1
initial core utilization = 9.96%
fraction of layout instances using a drive strength above 1 = 16.2%
# fillers = 393
# IOs = 2
die height = 80 um
Post-route DRC = 0
area post-placement = 430 sq um
All-Layer GR Usage = 1.26%
clock sinks = 11
TritonCTS Buffers = 3
synth unique cells = 10
Flops after synth = 11
Final Critical Period = 1.35 ns
DRT iter0 DRCs = 2
critical path class = reg2out
YS warnings = 1
Most common reg cell = dfxtp_1
largest net degree at the start of global routing = 7
startpoint types = flip-flop
routability cong. = 0.651
Hold Path Class = reg2reg
crit-path max cell delay = 0.45 ns
top cells by count, synth = dfxtp_1, ha_1, inv_1
Synth top area share = 64.7%
hold_buf cts = 0
Hold Vio Cnt, Final = 0
arrival time worst endpoint = 1.01 ns
postcts setup bufs = 0
Port Buffers = 1
final setup TNS = 0 ns
CP Buf/Inv Count = 1
Tcrit/Tclk final = 79.5%
Final Skew = 0.00379 ns
initial antenna violation count = 0
vias per cell = 2.12
Top area cell types = dfxtp_1, ha_1, nor4_2, nor4_1, inv_1
cells in synth_stat.txt = 26
via count = 176
Mapped Cells = 26
-- path summary, 6_finish.rpt --
kind | to | cells after the start
min | counter[0] | 1
max reg2reg | counter[1] | 3
max | clock_out | 1
min reg2reg | counter[0] | 1
-- cells by family (layout without fill, tap and decap cells) --
family                   after synthesis  in the layout  synth area share [%]
flip-flops                            11             11                  64.7
AND/OR/NAND/NOR                        7              7                  17.3
adder cells (fa/ha/maj)                3              3                  11.0
buffers and inverters                  3              8                  3.31
other                                  1              7                  1.10
XOR/XNOR                               1              1                  2.57
-- cell usage in the layout (no fill, tap or decap), drive strengths merged --
master / netlist / final
inv: 3 / 3
clkbuf: 0 / 4
conb: 1 / 7
clkdlybuf4s50: 0 / 1
xnor2: 1 / 1
nor4: 4 / 4
or3: 1 / 1
nor2: 1 / 1
nand3b: 1 / 1
dfxtp: 11 / 11
ha: 3 / 3
-- final cells by class --
cell class                 count  area (sq um)  area share, %
tap                           46          57.6           12.6
sequential                    11           220           48.2
timing repair buffer           1          10.0           2.19
multi-input combinational     18           131           28.8
clock buffer                   4          26.3           5.75
inverter                       3          11.3           2.47
-- registers in the layout (all words and copies together), names as in the netlist --
register,count
clock_out,1
counter,10
-- where the power goes --
group / leakage [nW] / internal (mW) / switching, mW
Combinational: 0.0579 / 0.00272 / 0.00415
Sequential: 0.0913 / 0.267 / 0.00243
Clock: 0.0150 / 0.0903 / 0.0722
-- through the flow --
| step | cells | setup WS (ns) | power (mW) |
|---|---|---|---|
| 3_5_place_dp | 79 | 0.611 | 0.282 |
| 2_1_floorplan | 32 | 0.685 | 0.280 |
| 3_3_place_gp | 79 | 0.612 | 0.281 |
| 5_1_grt | 83 | 0.293 | 0.466 |
| 4_1_cts | 83 | 0.322 | 0.449 |
| 6_report | 83 | 0.349 | 0.439 |
-- routing by layer --
metal  GRT usage (%)  vias up  part of all wire (%)
li1                -      101                     -
met1            1.22       74                    43
met2            1.93        1                    50
met3           0.909        0                   7.3
met4           0.704        0                     0
met5               0        -                     0
No activity file was given, so power comes from the tool's default toggle rates.
